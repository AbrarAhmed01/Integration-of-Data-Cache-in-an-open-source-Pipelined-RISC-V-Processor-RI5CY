==> flow/config.mk <==
export PLATFORM = sky130hd
export DESIGN_NAME = riscv_register_file
export DESIGN_NICKNAME = riscv_register_file
export VERILOG_FILES = /design/flow/design.v
export SDC_FILE = /design/flow/constraint.sdc
export NUM_CORES = 4
export LEC_CHECK = 1
export CORE_UTILIZATION = 50
export SYNTH_HDL_FRONTEND = slang
==> flow/constraint.sdc <==
current_design riscv_register_file

set clk_period 8.0
set clk_io_pct 0.2

create_clock -name clk0 -period $clk_period

set non_clock_inputs [all_inputs -no_clocks]
set_input_delay [expr $clk_period * $clk_io_pct] -clock clk0 $non_clock_inputs
set_output_delay [expr $clk_period * $clk_io_pct] -clock clk0 [all_outputs]
==> flow/design.v <==
package riscv_defines;
parameter OPCODE_SYSTEM    = 7'h73;
parameter OPCODE_FENCE     = 7'h0f;
parameter OPCODE_OP        = 7'h33;
parameter OPCODE_OPIMM     = 7'h13;
parameter OPCODE_STORE     = 7'h23;
parameter OPCODE_LOAD      = 7'h03;
parameter OPCODE_BRANCH    = 7'h63;
parameter OPCODE_JALR      = 7'h67;
parameter OPCODE_JAL       = 7'h6f;
parameter OPCODE_AUIPC     = 7'h17;
parameter OPCODE_LUI       = 7'h37;
parameter OPCODE_LOAD_POST  = 7'h0b;
parameter OPCODE_STORE_POST = 7'h2b;
parameter OPCODE_PULP_OP    = 7'h5b;
parameter OPCODE_VECOP      = 7'h57;
parameter OPCODE_HWLOOP     = 7'h7b;
parameter REGC_S1   = 2'b10;
parameter REGC_RD   = 2'b01;
parameter REGC_ZERO = 2'b11;
parameter ALU_OP_WIDTH = 6;
parameter ALU_ADD   = 6'b011000;
parameter ALU_SUB   = 6'b011001;
parameter ALU_ADDU  = 6'b011010;
parameter ALU_SUBU  = 6'b011011;
parameter ALU_ADDR  = 6'b011100;
parameter ALU_SUBR  = 6'b011101;
parameter ALU_ADDUR = 6'b011110;
parameter ALU_SUBUR = 6'b011111;
parameter ALU_XOR   = 6'b101111;
parameter ALU_OR    = 6'b101110;
parameter ALU_AND   = 6'b010101;
parameter ALU_SRA   = 6'b100100;
parameter ALU_SRL   = 6'b100101;
parameter ALU_ROR   = 6'b100110;
parameter ALU_SLL   = 6'b100111;
parameter ALU_BEXT  = 6'b101000;
parameter ALU_BEXTU = 6'b101001;
parameter ALU_BINS  = 6'b101010;
parameter ALU_BCLR  = 6'b101011;
parameter ALU_BSET  = 6'b101100;
parameter ALU_FF1   = 6'b110110;
parameter ALU_FL1   = 6'b110111;
parameter ALU_CNT   = 6'b110100;
parameter ALU_CLB   = 6'b110101;
parameter ALU_EXTS  = 6'b111110;
parameter ALU_EXT   = 6'b111111;
parameter ALU_LTS   = 6'b000000;
parameter ALU_LTU   = 6'b000001;
parameter ALU_LES   = 6'b000100;
parameter ALU_LEU   = 6'b000101;
parameter ALU_GTS   = 6'b001000;
parameter ALU_GTU   = 6'b001001;
parameter ALU_GES   = 6'b001010;
parameter ALU_GEU   = 6'b001011;
parameter ALU_EQ    = 6'b001100;
parameter ALU_NE    = 6'b001101;
parameter ALU_SLTS  = 6'b000010;
parameter ALU_SLTU  = 6'b000011;
parameter ALU_SLETS = 6'b000110;
parameter ALU_SLETU = 6'b000111;
parameter ALU_ABS   = 6'b010100;
parameter ALU_CLIP  = 6'b010110;
parameter ALU_CLIPU = 6'b010111;
parameter ALU_INS   = 6'b101101;
parameter ALU_MIN   = 6'b010000;
parameter ALU_MINU  = 6'b010001;
parameter ALU_MAX   = 6'b010010;
parameter ALU_MAXU  = 6'b010011;
parameter ALU_DIVU  = 6'b110000;  
parameter ALU_DIV   = 6'b110001;  
parameter ALU_REMU  = 6'b110010;  
parameter ALU_REM   = 6'b110011;  
parameter ALU_SHUF  = 6'b111010;
parameter ALU_SHUF2 = 6'b111011;
parameter ALU_PCKLO = 6'b111000;
parameter ALU_PCKHI = 6'b111001;
parameter MUL_MAC32 = 3'b000;
parameter MUL_MSU32 = 3'b001;
parameter MUL_I     = 3'b010;
parameter MUL_IR    = 3'b011;
parameter MUL_DOT8  = 3'b100;
parameter MUL_DOT16 = 3'b101;
parameter MUL_H     = 3'b110;
parameter VEC_MODE32 = 2'b00;
parameter VEC_MODE16 = 2'b10;
parameter VEC_MODE8  = 2'b11;
parameter CSR_OP_NONE  = 2'b00;
parameter CSR_OP_WRITE = 2'b01;
parameter CSR_OP_SET   = 2'b10;
parameter CSR_OP_CLEAR = 2'b11;
parameter SP_DVR0       = 16'h3000;
parameter SP_DCR0       = 16'h3008;
parameter SP_DMR1       = 16'h3010;
parameter SP_DMR2       = 16'h3011;
parameter SP_DVR_MSB = 8'h00;
parameter SP_DCR_MSB = 8'h01;
parameter SP_DMR_MSB = 8'h02;
parameter SP_DSR_MSB = 8'h04;
parameter SEL_REGFILE      = 2'b00;
parameter SEL_FW_EX        = 2'b01;
parameter SEL_FW_WB        = 2'b10;
parameter OP_A_REGA_OR_FWD = 2'b00;
parameter OP_A_CURRPC      = 2'b01;
parameter OP_A_IMM         = 2'b10;
parameter OP_A_REGB_OR_FWD = 2'b11;
parameter IMMA_Z      = 1'b0;
parameter IMMA_ZERO   = 1'b1;
parameter OP_B_REGB_OR_FWD = 2'b00;
parameter OP_B_REGC_OR_FWD = 2'b01;
parameter OP_B_IMM         = 2'b10;
parameter IMMB_I      = 4'b0000;
parameter IMMB_S      = 4'b0001;
parameter IMMB_U      = 4'b0010;
parameter IMMB_PCINCR = 4'b0011;
parameter IMMB_S2     = 4'b0100;
parameter IMMB_S3     = 4'b0101;
parameter IMMB_VS     = 4'b0110;
parameter IMMB_VU     = 4'b0111;
parameter IMMB_SHUF   = 4'b1000;
parameter IMMB_CLIP   = 4'b1001;
parameter IMMB_BI     = 4'b1011;
parameter BMASK_A_ZERO = 1'b0;
parameter BMASK_A_S3   = 1'b1;
parameter BMASK_B_S2   = 2'b00;
parameter BMASK_B_S3   = 2'b01;
parameter BMASK_B_ZERO = 2'b10;
parameter BMASK_B_ONE  = 2'b11;
parameter MIMM_ZERO    = 1'b0;
parameter MIMM_S3      = 1'b1;
parameter OP_C_REGC_OR_FWD = 2'b00;
parameter OP_C_REGB_OR_FWD = 2'b01;
parameter OP_C_JT          = 2'b10;
parameter BRANCH_NONE = 2'b00;
parameter BRANCH_JAL  = 2'b01;
parameter BRANCH_JALR = 2'b10;
parameter BRANCH_COND = 2'b11;  
parameter JT_JAL  = 2'b01;
parameter JT_JALR = 2'b10;
parameter JT_COND = 2'b11;
parameter PC_BOOT          = 3'b000;
parameter PC_JUMP          = 3'b010;
parameter PC_BRANCH        = 3'b011;
parameter PC_EXCEPTION     = 3'b100;
parameter PC_ERET          = 3'b101;
parameter PC_DBG_NPC       = 3'b111;
parameter EXC_PC_ILLINSN   = 2'b00;
parameter EXC_PC_ECALL     = 2'b01;
parameter EXC_PC_LOAD      = 2'b10;
parameter EXC_PC_STORE     = 2'b10;
parameter EXC_PC_IRQ       = 2'b11;
parameter EXC_OFF_RST      = 8'h80;
parameter EXC_OFF_ILLINSN  = 8'h84;
parameter EXC_OFF_ECALL    = 8'h88;
parameter EXC_OFF_LSUERR   = 8'h8c;
parameter DBG_SETS_W = 6;
parameter DBG_SETS_IRQ    = 5;
parameter DBG_SETS_ECALL  = 4;
parameter DBG_SETS_EILL   = 3;
parameter DBG_SETS_ELSU   = 2;
parameter DBG_SETS_EBRK   = 1;
parameter DBG_SETS_SSTE   = 0;
parameter DBG_CAUSE_HALT   = 6'h1F;
endpackage
module cluster_clock_gating
(
    input  logic clk_i,
    input  logic en_i,
    input  logic test_en_i,
    output logic clk_o
  );
  logic clk_en;
  always_latch
  begin
     if (clk_i == 1'b0)
       clk_en <= en_i | test_en_i;
  end
  assign clk_o = clk_i & clk_en;
endmodule  
module riscv_register_file
#(
  parameter ADDR_WIDTH    = 5,
  parameter DATA_WIDTH    = 32
)
(
  input  logic                   clk,
  input  logic                   rst_n,
  input  logic                   test_en_i,
  input  logic [ADDR_WIDTH-1:0]  raddr_a_i,
  output logic [DATA_WIDTH-1:0]  rdata_a_o,
  input  logic [ADDR_WIDTH-1:0]  raddr_b_i,
  output logic [DATA_WIDTH-1:0]  rdata_b_o,
  input  logic [ADDR_WIDTH-1:0]  raddr_c_i,
  output logic [DATA_WIDTH-1:0]  rdata_c_o,
  input  logic [ADDR_WIDTH-1:0]   waddr_a_i,
  input  logic [DATA_WIDTH-1:0]   wdata_a_i,
  input  logic                    we_a_i,
  input  logic [ADDR_WIDTH-1:0]   waddr_b_i,
  input  logic [DATA_WIDTH-1:0]   wdata_b_i,
  input  logic                    we_b_i
);
  localparam    NUM_WORDS = 2**ADDR_WIDTH;
  logic [DATA_WIDTH-1:0]      mem[NUM_WORDS];
  logic [NUM_WORDS-1:1]       waddr_onehot_a;
  logic [NUM_WORDS-1:1]       waddr_onehot_b, waddr_onehot_b_q;
  logic [NUM_WORDS-1:1]       mem_clocks;
  logic [DATA_WIDTH-1:0]      wdata_a_q;
  logic [DATA_WIDTH-1:0]      wdata_b_q;
  logic clk_int;
  int unsigned i;
  int unsigned j;
  int unsigned k;
  genvar x;
  genvar y;
  assign rdata_a_o = mem[raddr_a_i];
  assign rdata_b_o = mem[raddr_b_i];
  assign rdata_c_o = mem[raddr_c_i];
  cluster_clock_gating CG_WE_GLOBAL
  (
    .clk_i     ( clk             ),
    .en_i      ( we_a_i | we_b_i ),
    .test_en_i ( test_en_i       ),
    .clk_o     ( clk_int         )
  );
  always_ff @(posedge clk_int, negedge rst_n)
  begin : sample_waddr
    if (~rst_n) begin
      wdata_a_q        <= '0;
      wdata_b_q        <= '0;
      waddr_onehot_b_q <= '0;
    end else begin
      if(we_a_i)
        wdata_a_q <= wdata_a_i;
      if(we_b_i)
        wdata_b_q <= wdata_b_i;
      waddr_onehot_b_q <= waddr_onehot_b;
    end
  end
  always_comb
  begin : p_WADa
    for(i = 1; i < NUM_WORDS; i++)
    begin : p_WordItera
      if ( (we_a_i == 1'b1 ) && (waddr_a_i == i) )
        waddr_onehot_a[i] = 1'b1;
      else
        waddr_onehot_a[i] = 1'b0;
    end
  end
  always_comb
  begin : p_WADb
    for(j = 1; j < NUM_WORDS; j++)
    begin : p_WordIterb
      if ( (we_b_i == 1'b1 ) && (waddr_b_i == j) )
        waddr_onehot_b[j] = 1'b1;
      else
        waddr_onehot_b[j] = 1'b0;
    end
  end
  generate
    for(x = 1; x < NUM_WORDS; x++)
    begin : CG_CELL_WORD_ITER
      cluster_clock_gating CG_Inst
      (
        .clk_i     ( clk_int                               ),
        .en_i      ( waddr_onehot_a[x] | waddr_onehot_b[x] ),
        .test_en_i ( test_en_i                             ),
        .clk_o     ( mem_clocks[x]                         )
      );
    end
  endgenerate
  always_latch
  begin : latch_wdata
    mem[0] = '0;
    for(k = 1; k < NUM_WORDS; k++)
    begin : w_WordIter
      if(mem_clocks[k] == 1'b1)
        mem[k] = waddr_onehot_b_q[k] ? wdata_b_q : wdata_a_q;
    end
  end
endmodule
==> flow/run.sh <==
#!/bin/bash
# OpenROAD 26Q1-2900-gdf79404cd8, Yosys 0.63+post, stock flow scripts
make -C /OpenROAD-flow-scripts/flow DESIGN_CONFIG=/design/flow/config.mk WORK_HOME=/design/flow/orfs finish
==> qor.yml <==
critical_path:
  timing.critical_path.arrival_ps: 5240
  cp-startpoint: "raddr_a_i[2]"
  element_type_at_the_critical_path_end: "primary output"
  worst_ep_required_time_ps: 6400
  startpoint_type: "input pin"
  crit_path_max_fanout: 74
  setup.worst_path.class: "in2out"
sta:
  grt_setup_unrepaired: "no"
  number_of_unconstrained_endpoints: 1119
  setup-violations-final: 0
  count_of_unclocked_register_or_latch_pins: 1119
  finalHoldViolations: 0
  period_minus_slack_ps: 6838
  worst_slew_margin_pct: 20.49
  fraction_of_the_cycle_the_final_worst_path_needs_pct: 85.48
  timing.final.ws_setup_ps: 1162
  maxClockFrequency_mhz: 146.2
  finalSetupTns_ps: 0
  timing_worst_slew_pin_value_ps: 1190
  finalMaxSlewViolations: 0
pwr:
  swShare_pct: 51.65
  switching_power_summed_over_all_nets_uw: 1176
  pwr_density_cell_mw_per_mm2: 38.64
  internal_power_uw: 1101
  ir_drop_uv: 55.43
  static-leakage-power_uw: 0.02324
yosys:
  synth_top_cell_by_area: "sky130_fd_sc_hd__dlxtp_1"
  fraction_of_synthesized_cell_area_taken_by_the_top_area_cell_type_pct: 27.51
  synth_cells: 4736
  ys_chip_area_mm2: 0.05598
  most_frequently_used_cell_type_in_the_post_synthesis_netlist: "sky130_fd_sc_hd__mux2_2"
  syn-cell-area_mm2: 0.05598
  yosys_register_bits: 1119
  edf_count: 0
  ys.flop_type: "sky130_fd_sc_hd__dlxtp_1"
  yosys.cell_types.count: 27
  yosys_warnings: 0
  top_cells_by_count: "1151 x sky130_fd_sc_hd__mux2_2, 1023 x sky130_fd_sc_hd__dlxtp_1, 576 x sky130_fd_sc_hd__mux4_2, 380 x sky130_fd_sc_hd__clkbuf_1, 290 x sky130_fd_sc_hd__mux2i_1"
  asyncSetResetFlopFracSynth_pct: 8.490
  postSynthAreaPerCell_um2: 11.82
  topCellsByArea: "sky130_fd_sc_hd__dlxtp_1 28%, sky130_fd_sc_hd__mux4_2 23%, sky130_fd_sc_hd__mux2_2 23%, sky130_fd_sc_hd__mux2i_1 5.2%, sky130_fd_sc_hd__a22o_1 4.5%"
  synth-cells-yosys: 4736
placed_design:
  port_buffers: 190
  place_ws_ps: 924.4
  place.gp.congestion: 1.012
  dp_hpwl_um: 144600
cts:
  cts_resized: 0
  post_cts_hold_buffer_count: 0
  cts_setup_buffers: 0
floorplan:
  die-height_um: 336.6
  ios: 190
  num_rows: 122
  dieWidth_um: 336.6
  floorplan.core_area_mm2: 0.1108
  chipArea_mm2: 0.1133
  fp-utilization_pct: 50.52
global_routing:
  global_route.usage.total_pct: 43.75
  gr-total-overflow: 0
  grt_pass1_wl_um: 327200
  grt_start_max_net_pins: 79
  grt_pass1_vias: 44840
  antenna_found_initial: 17
worst_hold_path:
  hold-path-endpoint: "rdata_c_o[19]"
  hold_path_startpoint: "raddr_c_i[4]"
  hold_path_depth: 4
  min-delay-path-class: "in2out"
flow_run:
  max_cap_viol_count: 0
  stage_log_warnings: 32
route:
  dr_total_vias: 43730
  route.detailed.wl_per_inst_um: 38.86
  route.detailed.drc: 0
  ant_nets: 0
  violation_count_after_the_first_detailed_routing_iteration: 3311
  drt_wl_total_um: 233400
  detail_route.first_pass.iterations: 6
  drt-vias-per-instance: 7.281
layout:
  drive_above_1_share_pct: 45.12
  fin_util_pct: 53.19
  area.growth.synth_to_final_pct: 5.288
outcome:
  outcome: "finished, final reports clean"
==> per-stage QoR <==
step                total power, µW  hold WS, ps  std cells  instance area, µm²
CTS                            2217         4241       5992               58900
finish                         2278         4252       6006               58940
detailed placement             2210         4234       5992               58900
global placement               2205         4249       5992               58900
floorplan                      1433         3522       4736               55980
global route                   2344         4265       5999               58930
==> cell usage in the layout, fill, tap and decap left out, types with 3 or more instances in the layout <==
cell and count:
sky130_fd_sc_hd__o31ai_1 95, sky130_fd_sc_hd__mux4_2 576, sky130_fd_sc_hd__a211oi_1 96, sky130_fd_sc_hd__inv_2 3, sky130_fd_sc_hd__clkdlybuf4s50_1 172, sky130_fd_sc_hd__dlxtp_1 1023
sky130_fd_sc_hd__nand2_2 3, sky130_fd_sc_hd__a22o_1 287, sky130_fd_sc_hd__nor2_4 3, sky130_fd_sc_hd__buf_4 228, sky130_fd_sc_hd__buf_12 10, sky130_fd_sc_hd__buf_8 6
sky130_fd_sc_hd__mux2i_1 290, sky130_fd_sc_hd__nor2b_1 6, sky130_fd_sc_hd__nor2b_4 9, sky130_fd_sc_hd__and2_1 96, sky130_fd_sc_hd__and3_2 31, sky130_fd_sc_hd__nand3_1 8
sky130_fd_sc_hd__diode_2 14, sky130_fd_sc_hd__or3_1 32, sky130_fd_sc_hd__and2_2 3, sky130_fd_sc_hd__mux2_2 1151, sky130_fd_sc_hd__dfrtn_1 95, sky130_fd_sc_hd__nand2b_2 3
sky130_fd_sc_hd__nor2_1 64, sky130_fd_sc_hd__o22ai_1 96, sky130_fd_sc_hd__nand2_1 9, sky130_fd_sc_hd__o21ai_1 96, sky130_fd_sc_hd__nand2b_1 4
==> state kept, by name, indices dropped and copies added, names as in the netlist <==
signal and flops:
waddr_onehot_b_q 31, CG_CELL_WORD_ITER.CG_Inst.clk_en 31, CG_WE_GLOBAL.clk_en 1, wdata_a_q 32, wdata_b_q 32, mem 992
==> logic make-up (layout without fill, tap and decap cells) <==
family,count (synthesis),in the layout,share of synthesized area (%)
other cells,0,14,0
simple gates,276,276,2.709
latches,1024,1024,27.54
compound gates,671,671,8.996
mux,2017,2017,51.51
flops,95,95,4.246
buf+inv,653,421,5.076
==> cell type report <==
type | instances | area (µm²)
Timing Repair Buffer | 418 | 3734
Multi-Input combinational cell | 2964 | 35550
Antenna cell | 14 | 35.03
Fill cell | 9700 | 51880
Tap cell | 1488 | 1862
Sequential cell | 1119 | 17750
Inverter | 3 | 11.26
==> critical path, cell delays in order <==
cell                              delay (ps)
sky130_fd_sc_hd__buf_8                   340
sky130_fd_sc_hd__buf_4                   650
sky130_fd_sc_hd__buf_12                  470
sky130_fd_sc_hd__mux4_2                  300
sky130_fd_sc_hd__mux2i_1                  70
sky130_fd_sc_hd__and2_1                  200
sky130_fd_sc_hd__o31ai_2                 790
sky130_fd_sc_hd__clkdlybuf4s50_1         620
==> worst max path at each step <==
stage / endpoint / cells past startpoint / slack (ps)
after CTS: rdata_a_o[14] / 8 / 900
after global routing: rdata_a_o[14] / 8 / 1110
final: rdata_a_o[14] / 8 / 1160
==> routing by layer <==
| metal | share of wire [%] | track usage, % |
|---|---|---|
| met5 | 0.19 | 3.021 |
| met3 | 18 | 30.47 |
| met4 | 6.1 | 21.39 |
| met2 | 42 | 59.82 |
| met1 | 34 | 52.42 |
Power and IR drop assume default switching activity.
